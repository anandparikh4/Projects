**/design/flow/run.sh**
```bash
#!/bin/bash
# OpenROAD 26Q1-2900-gdf79404cd8, Yosys 0.63+post, stock flow scripts
make -C /OpenROAD-flow-scripts/flow DESIGN_CONFIG=/design/flow/config.mk WORK_HOME=/design/flow/orfs finish
```
**/design/flow/design.v**
```verilog
`timescale 1ns / 1ps
module AND(input[31:0] in1, input[31:0] in2, output[31:0] out);
assign out = in1 & in2;
endmodule
`timescale 1ns / 1ps
module LCU_16_to_32(input [1:0] P_LCU , input [1:0] G_LCU , input C0 ,  output C1 , output C2);
assign C1 = (G_LCU[0]) | (P_LCU[0] & C0) ;
assign C2 = (G_LCU[1]) | (P_LCU[1] & G_LCU[0]) | (P_LCU[1] & P_LCU[0] & C0) ;
endmodule
`timescale 1ns / 1ps
module LCU_4_to_16(input [3:0] P_LCU , input [3:0] G_LCU , input C0 ,  output C1 , output C2 , output C3 , output C4);
assign C1 = (G_LCU[0]) | (P_LCU[0] & C0) ;
assign C2 = (G_LCU[1]) | (P_LCU[1] & G_LCU[0]) | (P_LCU[1] & P_LCU[0] & C0) ;
assign C3 = (G_LCU[2]) | (P_LCU[2] & G_LCU[1]) | (P_LCU[2] & P_LCU[1] & G_LCU[0]) | (P_LCU[2] & P_LCU[1] & P_LCU[0] & C0) ;
assign C4 = (G_LCU[3]) | (P_LCU[3] & G_LCU[2]) | (P_LCU[3] & P_LCU[2] & G_LCU[1]) | (P_LCU[3] & P_LCU[2] & P_LCU[1] & G_LCU[0]) | (P_LCU[3] & P_LCU[2] & P_LCU[1] & P_LCU[0] & C0);
endmodule
`timescale 1ns / 1ps
module SL(input[31:0] in, input[31:0] sh , output[31:0] out);
assign out = in << sh;
endmodule
`timescale 1ns / 1ps
module SRA(input signed[31:0] in, input signed[31:0] sh , output[31:0] out);
assign out = in >>> sh;
endmodule
`timescale 1ns / 1ps
module SRL(input[31:0] in, input[31:0] sh , output[31:0] out);
assign out = in >> sh;
endmodule
`timescale 1ns / 1ps
module XOR(input[31:0] in1, input[31:0] in2, output[31:0] out);
assign out = in1 ^ in2;
endmodule
`timescale 1ns / 1ps
module adder(input[31:0] A,input[31:0] B,input C0,output[31:0] S,output C32);
wire [1:0] P;
wire [1:0] G;
wire C16;
cla_16_bit_augmented cla_aug_1( .A(A[15:0]) , .B(B[15:0]) , .C0(C0) , .P_out(P[0]) , .G_out(G[0])  , .S(S[15:0]) , .C16() );
cla_16_bit_augmented cla_aug_2( .A(A[31:16]) , .B(B[31:16]) , .C0(C16) , .P_out(P[1]) , .G_out(G[1]) , .S(S[31:16]) , .C16() );
LCU_16_to_32 L2(.P_LCU(P[1:0]) , .G_LCU(G[1:0]) , .C0(C0) , .C1(C16) , .C2(C32));
endmodule
`timescale 1ns / 1ps
module alu(input wire[31:0] in1, input wire [31:0] in2, input wire[2:0] alu_control,
			  output reg[31:0] out, output reg zero_flag, output reg msb_flag,
			  output reg carry_flag);
wire[31:0] adder_out,complement_out,SL_out,SRL_out,SRA_out,AND_out,XOR_out,diff_out;
wire carry;
adder ADD1(.A(in1),.B(in2),.C0(1'd0),.S(adder_out),.C32(carry));
complement COMP1(.in(in2),.out(complement_out));
SL SL1(.in(in1),.sh(in2),.out(SL_out));
SRL SRL1(.in(in1),.sh(in2),.out(SRL_out));
SRA SRA1(.in(in1),.sh(in2),.out(SRA_out));
diff diff1(.a(in1), .b(in2), .pos(diff_out));
AND AND1(.in1(in1),.in2(in2),.out(AND_out));
XOR XOR1(.in1(in1),.in2(in2),.out(XOR_out));
always @(*) begin
	msb_flag <= in1[31];
	zero_flag <= (in1 == 0) ? 1'd1 : 1'd0;
	case(alu_control)
		3'd0 :begin
				out <= adder_out;
				carry_flag <= carry;
				end
		3'd1 :out <= complement_out;
		3'd2 :out <= SL_out;
		3'd3 :out <= SRL_out;
		3'd4 :out <= SRA_out;
		3'd5 :out <= diff_out;
		3'd6 :out <= AND_out;
		3'd7 :out <= XOR_out;
	endcase
end
endmodule
`timescale 1ns / 1ps
module cla_16_bit_augmented(input[15:0] A,input[15:0] B,input C0,output[15:0] S,output C16, output P_out, output G_out);
wire [3:0] P;
wire [3:0] G;
wire C1,C2,C3;
cla_4_bit_augmented cla_aug_1( .A(A[3:0]) , .B(B[3:0]) , .C0(C0) , .P_out(P[0]) , .G_out(G[0])  , .S(S[3:0]) , .C4() );
cla_4_bit_augmented cla_aug_2( .A(A[7:4]) , .B(B[7:4]) , .C0(C1) , .P_out(P[1]) , .G_out(G[1]) , .S(S[7:4]) , .C4() );
cla_4_bit_augmented cla_aug_3( .A(A[11:8]) , .B(B[11:8]) , .C0(C2) , .P_out(P[2]) , .G_out(G[2]) , .S(S[11:8]) , .C4() );
cla_4_bit_augmented cla_aug_4( .A(A[15:12]) , .B(B[15:12]) , .C0(C3) , .P_out(P[3]) , .G_out(G[3]) , .S(S[15:12]) , .C4() );
LCU_4_to_16 L1(.P_LCU(P[3:0]) , .G_LCU(G[3:0]) , .C0(C0) , .C1(C1) , .C2(C2) , .C3(C3) , .C4(C16) );
assign P_out = P[3] & P[2] & P[1] & P[0];
assign G_out = (G[3]) | (P[3]&G[2]) | (P[3]&P[2]&G[1]) | (P[3]&P[2]&P[1]&G[0]);
endmodule
`timescale 1ns / 1ps
module cla_4_bit_augmented(input[3:0] A,input[3:0] B, input C0 , output P_out,output G_out, output [3:0] S , output C4);
wire C1,C2,C3;
wire [3:0] P;
wire [3:0] G;
assign P = A ^ B; 
assign G = A & B;
assign C1 = (G[0]) | (P[0] & C0);
assign C2 = (G[1]) | (P[1] & G[0]) | (P[1] & P[0] & C0);
assign C3 = (G[2]) | (P[2] & G[1]) | (P[2] & P[1] & G[0]) | (P[2] & P[1] & P[0] & C0);
assign C4 = (G[3]) | (P[3] & G[2]) | (P[3] & P[2] & G[1]) | (P[3] & P[2] & P[1] & G[0]) | (P[3] & P[2] & P[1] & P[0] & C0);
assign S[0] = P[0] ^ C0;
assign S[1] = P[1] ^ C1;
assign S[2] = P[2] ^ C2;
assign S[3] = P[3] ^ C3;
assign P_out = P[3] & P[2] & P[1] & P[0];
assign G_out = (G[3]) | (P[3]&G[2]) | (P[3]&P[2]&G[1]) | (P[3]&P[2]&P[1]&G[0]);
endmodule
`timescale 1ns / 1ps
module complement(input[31:0] in,output[31:0] out);
adder A1(.A(~in),.B(32'd0),.C0(1'd1),.S(out),.C32());
endmodule
`timescale 1ns / 1ps
module diff(input wire[31:0] a, input wire [31:0] b,output reg[31:0] pos);
wire[31:0] x;
wire[31:0] y;
wire[31:0] z;
wire[31:0] w;
wire[31:0] v;
assign x = a^b;
assign y = x;
assign z = 32'd1;
adder sub1(.A(y), .B(~z), .C0(1'd1), .S(w), .C32());
assign v = x&w;
wire[31:0] out;
adder sub2(.A(x), .B(~v), .C0(1'd1), .S(out), .C32());
always @(*) begin
case(out)
	32'd0: pos <= 32'd32;
	32'd1: pos <= 32'd0;
	32'd2: pos <= 32'd1;
	32'd4: pos <= 32'd2;
	32'd8: pos <= 32'd3;
	32'd16: pos <= 32'd4;
	32'd32: pos <= 32'd5;
	32'd64: pos <= 32'd6;
	32'd128: pos <= 32'd7;
	32'd256: pos <= 32'd8;
	32'd512: pos <= 32'd9;
	32'd1024: pos <= 32'd10;
	32'd2048: pos <= 32'd11;
	32'd4096: pos <= 32'd12;
	32'd8192: pos <= 32'd13;
	32'd16384: pos <= 32'd14;
	32'd32768: pos <= 32'd15;
	32'd65536: pos <= 32'd16;
	32'd131072: pos <= 32'd17;
	32'd262144: pos <= 32'd18;
	32'd524288: pos <= 32'd19;
	32'd1048576: pos <= 32'd20;
	32'd2097152: pos <= 32'd21;
	32'd4194304: pos <= 32'd22;
	32'd8388608: pos <= 32'd23;
	32'd16777216: pos <= 32'd24;
	32'd33554432: pos <= 32'd25;
	32'd67108864: pos <= 32'd26;
	32'd134217728: pos <= 32'd27;
	32'd268435456: pos <= 32'd28;
	32'd536870912: pos <= 32'd29;
	32'd1073741824: pos <= 32'd30;
	32'd2147483648: pos <= 32'd31;
	default : pos <= 32'd32;
endcase
end
endmodule
```
**/design/flow/constraint.sdc**
```tcl
current_design alu

set clk_period 10.4
set clk_io_pct 0.2

create_clock -name clk0 -period $clk_period

set non_clock_inputs [all_inputs -no_clocks]
set_input_delay [expr $clk_period * $clk_io_pct] -clock clk0 $non_clock_inputs
set_output_delay [expr $clk_period * $clk_io_pct] -clock clk0 [all_outputs]
```
**/design/flow/config.mk**
```make
export PLATFORM = sky130hd
export DESIGN_NAME = alu
export DESIGN_NICKNAME = alu
export VERILOG_FILES = /design/flow/design.v
export SDC_FILE = /design/flow/constraint.sdc
export NUM_CORES = 4
export LEC_CHECK = 1
export CORE_UTILIZATION = 30
```
==> job_summary.md <==
## Implementation flow summary

| Metric | Value |
|---|---|
| Tot GR Track Use | roughly a third |
| Cells after Synth | about 1400 |
| Hold-fix buffers at CTS | 0 |
| Die Y | 182 um |
| Req. time, crit path | about 8.3 ns |
| Worst-margin pin slew | just over 0.9 ns |
| Vias per cell | about 6.6 |
| Endpoints left unconstrained | 2 |
| Drt first pass iters | 8 |
| Arrival time worst endpoint | 7.44 ns |
| CP Max Fanout | 19 |
| RSZ-0062 raised after global routing | no |
| Fillers | roughly 3400 |
| DIE WIDTH | approximately 180 um |
| Dpl cell area | between 10000 and 15000 um2 |
| Dpl ws | 1.06 ns |
| Dominant logic cell type in the layout | nor2_1 |
| Remaining DRCs | 0 |
| Max-cap violations | 0 |
| Final hold violation count | 0 |
| Crit path time final | 9.52 ns |
| Internal power | around 0.22 mW |
| Fin crit share | between 90% and 100% |
| Crit path kind | input port to primary output |
| Max reg flops | 1 |
| Hold crit path type | input port to primary output |
| CP Capture Type | primary output |
| Port Buffer Count | ~100 |
| Seq cells post-synth | 1 |
| Reg area | around 15 um2 |
| Final setup vio count | 0 |
| FP Rows | 65 |
| Slew HR | 37.7% |
| Global-route wire length before repair | between 70000 and 80000 um |
| IO Pins | slightly above 100 |
| Antenna violations before repair | 2 |
| Synthesized area per cell | around 7.0 um2 |
| Yosys stat chip area | 9670 um2 |
| Yosys Instances | roughly 1400 |
| Fin Setup TNS | 0 ns |
| Status | finished, final reports clean |
| Post-CTS Setup Repair Bufs | 0 |
| Detailed Route Iter0 Violations | roughly 1400 |
| Post-synth cell types | 96 |
| Biggest regs | carry_flag x1 |
| Pins over their slew limit | 0 |
| Yosys warning tally | 2 |
| Max VDD drop | 0.0302 mV |
| Starting Density | 30.6% |
| Hold WS | between 5 and 6 ns |
| Tool warning count | 40 |
| Most frequent cells in the layout | nor2_1 (138), nand2_1 (128), a21oi_1 (106) |
| HPWL after detailed placement | roughly 42000 um |
| Post-synth EDFFs | 0 |
| Startpoint types | input port |
| Largest net degree at the start of global routing | ~54 |
| Synth Cell Area | roughly 9700 um2 |
| Largest Register | carry_flag |
| Area delta synth->final | 12.9% |
| Wire length per cell | approximately 29 um |
| PD cells | roughly 50 nW/um2 |
| Count of unclocked register or latch pins | 1 |
| Vias in the first global route | between 10000 and 15000 |
| Fin area | 10900 um2 |
| Cts repair resizes | 0 |
| Asr flop ratio synth | 0% |
| Proportion of layout cells with a drive suffix above 1 | 10.6% |
| NetSw | about 0.34 mW |
| Largest cells by area | mux2i_1 (10%), mux4_2 (9.8%), ha_1 (6.6%) |
| Top cell area share | between 10% and 20% |
| Switching Share | slightly above 60% |
| Congestion Overflow GR | 0 |
| Final antenna-violating net count | 0 |
| Die area | 32900 um2 |
| LEAKAGE | approximately 3.9 nW |
| Comb gate area | 8940 um2 |
| Worst Slack Setup Final | about 0.88 ns |
| Synth area leader | mux2i_1 |
| Final wirelength | about 53000 um |
| Core Footprint | between 30000 and 40000 um2 |
| Highest Clock Rate | about 0.11 GHz |
| RD Place Congestion | around 1.1 |
| Synth Flop Type | dlxtn_1 |
| DR vias | between 10000 and 15000 |
-- worst paths after layout --
kind,from,endpoint,depth (start not counted)
worst max-delay path,in1[5],out[5],16
worst min-delay path,in1[31],msb_flag,3
-- metal layers --
| metal | wire length, um | share of wire [%] | GRT usage [%] | up-vias |
|---|---|---|---|---|
| met1 | 22600 | 43 | 46.0 | 5682 |
| li1 | - | - | - | 5310 |
| met4 | 2620 | 5.0 | 13.1 | 0 |
| met2 | 22200 | 42 | 47.6 | 770 |
| met5 | 0 | 0 | 0 | - |
| met3 | 5500 | 10 | 8.16 | 131 |
-- cell families (layout without fill, tap and decap cells) --
group | after synthesis | after routing | share of synthesized area, %
buf+inv | 174 | 178 | 7.83
other cells | 2 | 12 | 0.0777
fa+ha+maj | 59 | 59 | 8.26
compound gates | 428 | 428 | 30.0
latches | 1 | 1 | 0.155
xor+xnor | 44 | 44 | 4.13
mux | 169 | 169 | 23.3
simple gates | 501 | 501 | 26.3
-- Yosys cell counts, drive strengths merged, types with 9 or more instances --
library cell	number
nor3	53
xor2	16
a21o	10
nand2b	11
a22oi	13
buf	62
a31oi	20
mux2	28
a211oi	26
o211ai	17
o221ai	9
a221oi	9
a21oi	106
nand4	19
nand2	128
inv	30
and3	19
xnor2	27
nor4	35
a2111oi	9
nor2b	11
o22ai	12
nand3	35
nor2	139
o31ai	9
mux2i	99
mux4	42
o21ai	97
nor3b	9
clkbuf	80
ha	51
-- power by group through the flow --
stage,Sequential [mW],Combinational (mW),Clock [mW]
CTS,0.000685,0.539,0
global route,0.000698,0.589,0
-- cell type report --
| cell class | instances | share of cell area (%) |
|---|---|---|
| Multi-Input combinational cell | 1212 | 81.9 |
| Timing Repair Buffer | 146 | 12.2 |
| Tap cell | 402 | 4.61 |
| Inverter | 32 | 1.10 |
| Sequential cell | 1 | 0.138 |
| Antenna cell | 1 | 0.0229 |
-- stage by stage --
step                      power, mW  utilization [%]  std cells
after floorplan               0.326                -       1387
after global placement        0.540             34.5       1793
after detailed placement      0.537             34.5       1793
after CTS                     0.540             34.5       1793
after global routing          0.590             34.5       1793
final                         0.554             34.5       1794
-- critical path: stages --
cell	delay (ns)
clkdlybuf4s50_1	0.65
ha_1	0.57
nor4_4	0.43
and4_1	0.69
and2_4	0.32
nand2_1	0.07
ha_1	0.46
or2_2	0.20
nor2_1	0.05
o21ai_0	0.14
o311ai_0	0.15
a211oi_1	0.49
o32ai_2	0.19
a21oi_1	0.28
a31o_1	0.20
clkdlybuf4s50_1	0.45
Power figures rest on the tool's default switching activity, not on a simulated workload.
