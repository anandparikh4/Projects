$ cat flow/config.mk
export PLATFORM = sky130hd
export DESIGN_NAME = clock_divider
export DESIGN_NICKNAME = clock_divider
export VERILOG_FILES = /design/flow/design.v
export SDC_FILE = /design/flow/constraint.sdc
export NUM_CORES = 4
export LEC_CHECK = 1
export CORE_AREA = 10 10 95 95
export DIE_AREA = 0 0 105 105
$ cat flow/constraint.sdc
current_design clock_divider

set clk_period 5.5
set clk_io_pct 0.2

create_clock -name clk0 -period $clk_period [get_ports {clk_in}]

set non_clock_inputs [all_inputs -no_clocks]
set_input_delay [expr $clk_period * $clk_io_pct] -clock clk0 $non_clock_inputs
set_output_delay [expr $clk_period * $clk_io_pct] -clock clk0 [all_outputs]
$ cat flow/design.v
`timescale 1ns / 1ps
module clock_divider(input clk_in , output reg clk_out);
parameter max_cnt = 25;		 
reg [31:0] curr_cnt;
initial
begin
curr_cnt <= 32'd0;
clk_out <= 0;
end
always @(posedge clk_in)
begin
if(curr_cnt == max_cnt-1)
begin
curr_cnt <= 32'd0;
clk_out <= ~clk_out;
end
else
curr_cnt <= curr_cnt+1;
end
endmodule
$ cat flow/run.sh
#!/bin/bash
# OpenROAD 26Q1-2900-gdf79404cd8, Yosys 0.63+post, stock flow scripts
make -C /OpenROAD-flow-scripts/flow DESIGN_CONFIG=/design/flow/config.mk WORK_HOME=/design/flow/orfs finish
==> flow_summary.json <==
{
  "synth_cell_types": 24,
  "cts.path.max_buffers": 2,
  "edf_count": 1,
  "gp_congestion": 0.786,
  "slew_viol_final": 0,
  "port_buffers": 1,
  "p_int_w": 0.000353,
  "worst_ep_required_time_ps": 4400,
  "finalClockPeriodUsage_pct": 39.8,
  "grt_pass1_wl_mm": 4.30,
  "clk_pin_slew_ps": 60,
  "first_pass_iters": 4,
  "slew_headroom_pct": 44.7,
  "rows": 30,
  "path_buffers": 1,
  "holdCritPathClass": "reg2reg",
  "routed_via_density": 3.92,
  "place_ws_ps": 3520,
  "grt_max_degree": 11,
  "netlist_top_cells_count": "dfxtp_1, xnor2_1, nand3_1, nand2_1, xor2_1",
  "final_util_pct": 23.7,
  "path_max_fanout": 2,
  "initCoreUtil_pct": 20.4,
  "p_sw_w": 0.0000843,
  "first_iter_violations": 26,
  "antenna_found_initial": 0,
  "power_w": 0.000437,
  "clock_skew_ps": 7.59,
  "yosys_warnings": 1,
  "tightest_slew_ps": 822,
  "async_flop_share_pct": 0,
  "rsz0062_at_grt": "false",
  "cp.arrival_ps": 1090,
  "warning_count": 26,
  "pin_count": 2,
  "dieArea_um2": 11000,
  "syn_avg_cell_area_um2": 9.86,
  "cts_resized": 0,
  "yosys.area.top_type": "dfxtp_1",
  "ys_area_um2": 1410,
  "drive_gt1_share_pct": 8.61,
  "path_cells": "clkdlybuf4s50_1",
  "p_per_area_nw_per_um2": 267,
  "endpoint_kind": "primary output",
  "synth_seq_share_pct": 47.6,
  "n_antenna_cell": 0,
  "synth.top_cell.area_share_pct": 45.4,
  "path_class": "reg2out",
  "synth_stat.cells": 143,
  "die_y_um": 105,
  "ir_drop_uv": 67.5,
  "comb_power_share_pct": 0,
  "worst_slack_ps": 3310,
  "status": "finished clean",
  "die_x_um": 105,
  "clock_power_share_pct": 45.1,
  "ant_nets": 0,
  "wl_per_cell_um": 9.74,
  "whs_ps": 468,
  "leakage_nw": 0.588,
  "clk_latency_ps": 280,
  "ff_type": "dfxtp_1",
  "area_leaders": "dfxtp_1, xnor2_1, xor2_1, nand3_1, nand4_1",
  "cp_slowest_stage_delay_ps": 470,
  "swShare_pct": 19.3,
  "finalSetupViolations": 0,
  "syn_to_final_growth_pct": 16.1,
  "numCtsBuffers": 5,
  "fin_crit_ps": 2190,
  "core_um2": 6910,
  "clock-sinks": 33,
  "max_freq_mhz": 457,
  "drc": 0,
  "ys.flops": 33,
  "cts_tree": "built",
  "critPathLaunchType": "flip-flop",
  "groute.usage.overall_pct": 4.46,
  "syn_area_um2": 1410,
  "most_common_cell": "dfxtp_1",
  "cts_root_buf": "clkbuf_8",
  "vias": 968,
  "cp_slowest_cell": "clkdlybuf4s50_1",
  "routed_wl_mm": 2.41,
  "cap_violations": 0,
  "holdBufCountCts": 0,
  "grt_pass1_vias": 934,
  "post_cts_buffers": 0,
  "tns_ps": 0,
  "finalHoldViolCount": 0,
  "grt_overflow_total": 0,
  "dp_hpwl_mm": 1.73,
  "htreeDepth": 2,
  "path_delay_family": "buffers and inverters",
  "synthCells": 143,
  "seq_power_share_pct": 54.9
}
-- power by group through the flow --
stage | registers [W] | clock network (W) | logic (W)
4_1_cts | 0.000240 | 0.000205 | 0.000000000265
5_1_grt | 0.000240 | 0.000216 | 0.000000000265
6_report | 0.000240 | 0.000197 | 0.000000000265
-- path summary, 6_finish.rpt --
path / startpoint / endpoint / slack [ps] / depth (start not counted)
max: clk_out$_DFFE_PN_ / clk_out / 3310 / 1
max reg2reg: curr_cnt[19]$_SDFF_PN0_ / clk_out$_DFFE_PN_ / 3500 / 3
min: curr_cnt[31]$_SDFF_PN0_ / curr_cnt[31]$_SDFF_PN0_ / 470 / 1
min reg2reg: curr_cnt[31]$_SDFF_PN0_ / curr_cnt[31]$_SDFF_PN0_ / 470 / 1
-- flip-flops by register name, indices dropped and copies added (netlist names) --
signal and cells:
clk_out 1, curr_cnt 32
-- cell usage in the layout, fill, tap and decap left out --
cell / n
dfxtp_1: 32
xnor2_1: 19
nand3_1: 13
nand2_1: 11
xor2_1: 11
nand4_1: 10
nor2_1: 9
nor4_1: 7
clkbuf_8: 7
and3_1: 5
and4_1: 4
nor3_1: 4
inv_1: 3
and2_1: 2
or4_1: 2
ha_1: 2
nand4_4: 1
nor4_2: 1
or4_4: 1
or2_2: 1
nor4b_1: 1
nor3_2: 1
nor2b_1: 1
edfxtp_1: 1
clkinv_2: 1
clkdlybuf4s50_1: 1
-- through the flow --
| step | cells | area [um^2] |
|---|---|---|
| floorplan | 143 | 1410 |
| global placement | 239 | 1540 |
| detailed placement | 239 | 1540 |
| CTS | 247 | 1640 |
| global route | 247 | 1640 |
| finish | 247 | 1640 |
-- layout make-up --
class / instances / area (um^2)
fillers: 768 / 5270
clock buffers: 7 / 96.3
clock inverters: 1 / 5.00
multi-input cells: 106 / 724
repair buffers: 1 / 10.0
flip-flops and latches: 33 / 671
well taps: 96 / 120
inverters: 3 / 11.3
-- metal layers --
metal | routed length (um) | part of all wire (%) | GRT usage, % | vias up
li1 | - | - | - | 520
met1 | 1300 | 54 | 6.61 | 435
met2 | 995 | 41 | 6.23 | 9
met3 | 92 | 3.8 | 1.49 | 4
met4 | 14 | 0.58 | 0.686 | 0
met5 | 0 | 0 | 0 | -
-- kinds of logic after synthesis --
| group | after synthesis | synth area share [%] |
|---|---|---|
| simple gates | 74 | 31.0 |
| flops | 33 | 47.6 |
| xor+xnor | 30 | 18.6 |
| buf+inv | 4 | 1.06 |
| fa+ha+maj | 2 | 1.77 |
Power is estimated from default activity; no workload was simulated.
